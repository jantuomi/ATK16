File: design/flow/run.sh
#!/bin/bash
# OpenROAD 26Q1-2900-gdf79404cd8, Yosys 0.63+post, stock flow scripts
make -C /OpenROAD-flow-scripts/flow DESIGN_CONFIG=/design/flow/config.mk WORK_HOME=/design/flow/orfs finish
File: design/flow/config.mk
export PLATFORM = sky130hd
export DESIGN_NAME = top
export DESIGN_NICKNAME = top
export VERILOG_FILES = /design/flow/design.v
export SDC_FILE = /design/flow/constraint.sdc
export NUM_CORES = 4
export LEC_CHECK = 1
export CORE_UTILIZATION = 50
File: design/flow/constraint.sdc
current_design top

set clk_period 10.6
set clk_io_pct 0.2

create_clock -name clk0 -period $clk_period [get_ports {SYSCLK}]

set non_clock_inputs [all_inputs -no_clocks]
set_input_delay [expr $clk_period * $clk_io_pct] -clock clk0 $non_clock_inputs
set_output_delay [expr $clk_period * $clk_io_pct] -clock clk0 [all_outputs]
File: design/flow/design.v
`default_nettype none
module alu (
    input wire [2:0] sel,
    input wire [15:0] a,
    input wire [15:0] b,
    output reg [15:0] result,
    output reg [3:0] flags  
);
    always @(*) begin
        flags[2] = 0;
        flags[3] = 0;
        case (sel)
            3'd0: begin
                {flags[3], result} = a + b;                          
                flags[2] = (a[15] == b[15] && result[15] != a[15]);  
            end
            3'd1: begin
                {flags[3], result} = a - b;                          
                flags[2] = (a[15] != b[15] && result[15] != a[15]);  
            end
            3'd2: result = a & b;
            3'd3: result = a | b;
            3'd4: result = a ^ b;
            3'd5: result = a << b;
            3'd6: result = a >> b;
            3'd7: result = $signed(a) >>> b;
        endcase
        flags[1] = ($signed(result) < 0);
        flags[0] = (result == 0);
    end
endmodule
`default_nettype none
module cu(
    input wire clk,
    input wire rst,
    input wire [3:0] int_lines,
    output reg  [15:0] sram_addr,
    output reg  [15:0] sram_in,
    input  wire [15:0] sram_out,
    output wire sram_cs_n,
    output reg  sram_wr_n, sram_rd_n
);
    reg  [15:0] regbank [0:7];
    reg  [15:0] decoded_tmp;
    reg  [2:0]  phase = 3'd0;
    reg  [15:0] pc;
    reg  [15:0] ir;
    reg  halted = 0;
    reg [15:0] int_pc;
    reg [3:0]  last_int_lines;
    reg [3:0]  int_tmp;  
    reg int_en = 1;
    reg  sram_waiting = 0;
    assign sram_cs_n = 1'b0;
    reg  [2:0]  alu_sel;
    reg  [15:0] alu_a;
    reg  [15:0] alu_b;
    wire [15:0] alu_result;
    wire [3:0]  alu_flags;
    alu alu_inst(
        .sel(alu_sel),
        .a(alu_a),
        .b(alu_b),
        .result(alu_result),
        .flags(alu_flags)
    );
    wire [15:0] ra, rb, rc, rd, re, rf, rg, rh;
    assign ra = regbank[0];
    assign rb = regbank[1];
    assign rc = regbank[2];
    assign rd = regbank[3];
    assign re = regbank[4];
    assign rf = regbank[5];
    assign rg = regbank[6];
    assign rh = regbank[7];
    integer i;
    always @(posedge clk or posedge rst) begin
        last_int_lines <= int_lines;
        if (rst) begin
            phase  <= 3'd0;
            halted <= 0;
            last_int_lines <= 4'b0000;
        end
        else if (halted) begin
        end
        else if (phase == 3'd0) begin
            phase <= 3'd1;
            pc             <= 16'd0;
            sram_rd_n      <= 1;
            sram_wr_n      <= 1;
            last_int_lines <= 4'b0000;
            for (i = 0; i < 8; i = i + 1) begin
                regbank[i] <= 16'd0;
            end
        end
        else if (phase == 3'd1) begin
            phase <= 3'd2;
            if (int_en && (~last_int_lines & int_lines) != 4'b00) begin
                int_en <= 0;
                int_pc <= pc;
                casez (~last_int_lines & int_lines)
                    4'bzzz1: pc <= 16'h10;
                    4'bzz1z: pc <= 16'h11;
                    4'bz1zz: pc <= 16'h12;
                    4'b1zzz: pc <= 16'h13;
                endcase
            end
        end
        else if (phase == 3'd2) begin
            if (~sram_waiting) begin
                sram_rd_n    <= 0;
                sram_addr    <= pc;
                sram_waiting <= 1;
            end else begin
                sram_rd_n    <= 1;
                ir           <= sram_out;
                phase        <= 3'd3;
                pc           <= pc + 16'd1;
                sram_waiting <= 0;
            end
        end
        else if (phase == 3'd3) begin
            case (ir[15:12])
                4'b0000: begin
                    alu_sel <= ir[2:0];               
                    alu_a   <= regbank[ir[8:6]];        
                    alu_b   <= regbank[ir[5:3]];        
                    phase   <= 3'd4;
                end
                4'b0001: begin
                    alu_sel <= ir[2:0];               
                    alu_a   <= regbank[ir[8:6]];        
                    alu_b   <= ir[5:3];                 
                    phase   <= 3'd4;
                end
                4'b0010: begin
                    if (ir[1] == 1 && ir[0] == 1) begin        
                        decoded_tmp <= regbank[ir[8:6]];
                        phase <= 3'd4;
                    end
                    else if (ir[1] == 0 && ir[0] == 1) begin   
                        decoded_tmp <= pc + regbank[ir[8:6]] - 1;
                        phase <= 3'd4;
                    end
                    else if (ir[1] == 1 && ir[0] == 0) begin   
                        if (~sram_waiting) begin
                            sram_rd_n      <= 0;
                            sram_addr      <= regbank[ir[8:6]];
                            sram_waiting   <= 1;
                        end else begin
                            decoded_tmp    <= sram_out;
                            sram_rd_n      <= 1;
                            phase          <= 3'd4;
                            sram_waiting   <= 0;
                        end
                    end
                    else if (ir[1] == 0 && ir[0] == 0) begin  
                        if (~sram_waiting) begin
                            sram_rd_n      <= 0;
                            sram_addr      <= pc + regbank[ir[8:6]] - 1;
                            sram_waiting   <= 1;
                        end else begin
                            decoded_tmp    <= sram_out;
                            sram_rd_n      <= 1;
                            phase          <= 3'd4;
                            sram_waiting   <= 0;
                        end
                    end
                end
                4'b0011: begin
                    if (ir[1] == 1 && ir[0] == 1) begin        
                        decoded_tmp <= regbank[ir[8:6]];
                        phase <= 3'd4;
                    end
                    else if (ir[1] == 0 && ir[0] == 1) begin   
                        decoded_tmp <= pc + regbank[ir[8:6]] - 1;
                        phase <= 3'd4;
                    end
                    else if (ir[1] == 1 && ir[0] == 0) begin   
                        if (~sram_waiting) begin
                            sram_rd_n      <= 0;
                            sram_addr      <= regbank[ir[8:6]];
                            sram_waiting   <= 1;
                        end else begin
                            decoded_tmp    <= sram_out;
                            sram_rd_n      <= 1;
                            phase          <= 3'd4;
                            sram_waiting   <= 0;
                        end
                    end
                    else if (ir[1] == 0 && ir[0] == 0) begin  
                        if (~sram_waiting) begin
                            sram_rd_n      <= 0;
                            sram_addr      <= pc + regbank[ir[8:6]] - 1;
                            sram_waiting   <= 1;
                        end else begin
                            decoded_tmp    <= sram_out;
                            sram_rd_n      <= 1;
                            phase          <= 3'd4;
                            sram_waiting   <= 0;
                        end
                    end
                end
                4'b0100: begin
                    if (ir[1] == 1) begin  
                        decoded_tmp <= ir[8:2];
                    end
                    else if (ir[1] == 0) begin  
                        decoded_tmp <= pc + {{9{ir[8]}}, ir[8:2]} - 1;
                    end
                    phase <= 3'd4;
                end
                4'b0101: begin
                    if (ir[11] == 1 && ir[10] == 1) begin  
                        pc          <= regbank[ir[9:6]];
                        phase       <= 3'd1;
                    end
                    else if (ir[11] == 0 && ir[10] == 1) begin  
                        pc          <= pc + regbank[ir[9:6]] - 1;
                        phase       <= 3'd1;
                    end
                    else if (ir[11] == 1 && ir[10] == 0) begin  
                        if (~sram_waiting) begin
                            sram_rd_n    <= 0;
                            sram_addr    <= regbank[ir[9:6]];
                            sram_waiting <= 1;
                        end else begin
                            pc          <= sram_out;
                            sram_rd_n   <= 1;
                            phase       <= 3'd1;
                            sram_waiting <= 0;
                        end
                    end
                    else if (ir[11] == 0 && ir[10] == 0) begin  
                        if (~sram_waiting) begin
                            sram_rd_n    <= 0;
                            sram_addr    <= pc + regbank[ir[9:6]] - 1;
                            sram_waiting <= 1;
                        end else begin
                            pc          <= sram_out;
                            sram_rd_n   <= 1;
                            phase       <= 3'd1;
                            sram_waiting <= 0;
                        end
                    end
                end
                4'b0110: begin
                    if (ir[11] == 1 && ir[10] == 1) begin  
                        pc          <= {6'd0, ir[9:0]};
                        phase       <= 3'd1;
                    end
                    else if (ir[11] == 0 && ir[10] == 1) begin  
                        pc          <= pc + {{6{ir[9]}}, ir[9:0]} - 1;
                        phase       <= 3'd1;
                    end
                    else if (ir[11] == 1 && ir[10] == 0) begin  
                        if (~sram_waiting) begin
                            sram_rd_n    <= 0;
                            sram_addr    <= {6'd0, ir[9:0]};
                            sram_waiting <= 1;
                        end else begin
                            pc          <= sram_out;
                            sram_rd_n   <= 1;
                            phase       <= 3'd1;
                            sram_waiting <= 0;
                        end
                    end
                    else if (ir[11] == 0 && ir[10] == 0) begin  
                        if (~sram_waiting) begin
                            sram_rd_n    <= 0;
                            sram_addr    <= pc + {{6{ir[9]}}, ir[9:0]} - 1;
                            sram_waiting <= 1;
                        end else begin
                            pc          <= sram_out;
                            sram_rd_n   <= 1;
                            phase       <= 3'd1;
                            sram_waiting <= 0;
                        end
                    end
                end
                4'b0111: begin
                    if (ir[11] == 1 && ir[10] == 1) begin  
                        decoded_tmp <= regbank[ir[7:5]];
                        phase       <= 3'd4;
                    end
                    else if (ir[11] == 0 && ir[10] == 1) begin  
                        decoded_tmp <= pc + regbank[ir[7:5]] - 1;
                        phase       <= 3'd4;
                    end
                    else if (ir[11] == 1 && ir[10] == 0) begin  
                        if (~sram_waiting) begin
                            sram_rd_n    <= 0;
                            sram_addr    <= regbank[ir[7:5]];
                            sram_waiting <= 1;
                        end else begin
                            decoded_tmp <= sram_out;
                            sram_rd_n   <= 1;
                            phase       <= 3'd4;
                            sram_waiting <= 0;
                        end
                    end
                    else if (ir[11] == 0 && ir[10] == 0) begin  
                        if (~sram_waiting) begin
                            sram_rd_n    <= 0;
                            sram_addr    <= pc + regbank[ir[7:5]] - 1;
                            sram_waiting <= 1;
                        end else begin
                            decoded_tmp <= sram_out;
                            sram_rd_n   <= 1;
                            phase       <= 3'd4;
                            sram_waiting <= 0;
                        end
                    end
                end
                4'b1000: begin
                    if (ir[11] == 1 && ir[10] == 1) begin  
                        decoded_tmp <= {8'd0, ir[7:0]};
                        phase       <= 3'd4;
                    end
                    else if (ir[11] == 0 && ir[10] == 1) begin  
                        decoded_tmp <= pc + {{8{ir[7]}}, ir[7:0]} - 1;
                        phase       <= 3'd4;
                    end
                    else if (ir[11] == 1 && ir[10] == 0) begin  
                        if (~sram_waiting) begin
                            sram_rd_n    <= 0;
                            sram_addr    <= {8'd0, ir[7:0]};
                            sram_waiting <= 1;
                        end else begin
                            decoded_tmp <= sram_out;
                            sram_rd_n   <= 1;
                            phase       <= 3'd4;
                            sram_waiting <= 0;
                        end
                    end
                    else if (ir[11] == 0 && ir[10] == 0) begin  
                        if (~sram_waiting) begin
                            sram_rd_n    <= 0;
                            sram_addr    <= pc + {{8{ir[7]}}, ir[7:0]} - 1;
                            sram_waiting <= 1;
                        end else begin
                            decoded_tmp <= sram_out;
                            sram_rd_n   <= 1;
                            phase       <= 3'd4;
                            sram_waiting <= 0;
                        end
                    end
                end
                4'b1001: begin
                    regbank[ir[11:9]] <= pc;
                    phase <= 3'd1;
                end
                4'b1010: begin
                    pc     <= int_pc;
                    int_en <= 1;
                    phase  <= 3'd1;
                end
                4'b1111: begin
                    halted <= 1;
                end
                default: begin
                end
            endcase
        end
        else if (phase == 3'd4) begin
            case (ir[15:12])
                4'b0000, 4'b0001: begin
                    regbank[ir[11:9]] <= alu_result;  
                    phase <= 3'd1;
                end
                4'b0010: begin
                    if (~sram_waiting) begin
                        sram_rd_n    <= 0;
                        sram_addr    <= decoded_tmp;
                        sram_waiting <= 1;
                    end else begin
                        regbank[ir[11:9]] <= sram_out;  
                        sram_rd_n         <= 1;
                        phase             <= 3'd1;
                        sram_waiting      <= 0;
                    end
                end
                4'b0011: begin
                    if (~sram_waiting) begin
                        sram_wr_n     <= 0;
                        sram_addr     <= decoded_tmp;
                        sram_in       <= regbank[ir[5:3]];
                        sram_waiting  <= 1;
                    end else begin
                        sram_wr_n    <= 1;
                        phase        <= 3'd1;
                        sram_waiting <= 0;
                    end
                end
                4'b0100: begin
                    if (ir[0] == 1) begin        
                        regbank[ir[11:9]] <= decoded_tmp;
                        phase <= 3'd1;
                    end
                    else if (ir[0] == 0) begin   
                        if (~sram_waiting) begin
                            sram_rd_n    <= 0;
                            sram_addr    <= decoded_tmp;
                            sram_waiting <= 1;
                        end else begin
                            regbank[ir[11:9]] <= sram_out;
                            sram_rd_n         <= 1;
                            phase             <= 3'd1;
                            sram_waiting      <= 0;
                        end
                    end
                end
                4'b0111, 4'b1000: begin
                    if ((1 << ir[9:8]) & alu_flags != 4'd0) begin
                        pc <= decoded_tmp;
                    end
                    phase <= 3'd1;
                end
                default: begin
                end
            endcase
        end
    end
endmodule
`default_nettype none
module top(
    input wire SYSCLK,
    input wire BUT1,
    output wire LED1,
    output SRAM_CS,  
    output SRAM_OE,  
    output SRAM_WE,  
    output [17:0] SA,
    inout  [15:0] SD,
    input  [3:0] INT
);
    reg phase = 1'b0;
    cu cu_inst(
        .clk(SYSCLK),
        .rst(BUT1),
        .sram_cs_n(SRAM_CS),
        .sram_rd_n(SRAM_OE),
        .sram_wr_n(SRAM_WE),
        .sram_addr(SA[15:0]),
        .sram_in(SD),
        .sram_out(SD),
        .int_lines(INT)
    );
    assign SA[17:16] = 2'b0;
    assign LED1 = BUT1;
endmodule
==> qor.txt <==
Clock tree sinks: 271
Top post-synthesis cells by count: 548 x sky130_fd_sc_hd__nand2_1, 337 x sky130_fd_sc_hd__a21oi_1, 313 x sky130_fd_sc_hd__o21ai_0, 304 x sky130_fd_sc_hd__nor2_1, 263 x sky130_fd_sc_hd__edfxtp_1
Clock tree root buffer cell: sky130_fd_sc_hd__clkbuf_16
Leading cell types by total area after synthesis: sky130_fd_sc_hd__edfxtp_1 27%, sky130_fd_sc_hd__ha_1 8.1%, sky130_fd_sc_hd__nand2_1 7.1%, sky130_fd_sc_hd__a21oi_1 5.9%, sky130_fd_sc_hd__o21ai_0 5.4%
Number of buffers inserted by port buffering: 24
Library cell occupying the most area in the post-synthesis netlist: sky130_fd_sc_hd__edfxtp_1
Number of hold-repair buffers added at the cts stage: 0
Top area contributor share: 27.4%
Inserted Clock Buffers: 30
HPWL after detailed placement: 102,000 um
Share of flip-flops with an asynchronous set or reset after synthesis: 2.95%
Post-synthesis instance area: 28,800 um2
Number of synthesized register bits: 271
Clock tree buffer depth: 3
Post-cts gate resize count: 0
Synthesized area per cell: 7.80 um2
I/O Pins: 44
Placed Area: 30,100 um2
Number of rows in the core area: 87
Most frequently used cell type in the post-synthesis netlist: sky130_fd_sc_hd__nand2_1
Post-place setup slack: 4.14 ns
Starting Density: 50.9%
Post-synth seq share: 28.1%
Count of yosys warnings during synthesis: 4
Count of unique library cells instantiated by Yosys: 99
Leading register cell type out of synthesis: sky130_fd_sc_hd__edfxtp_1
Stop Error: [error] [KeplerFormal.cpp:679] Workflow failed: Iso has multiple drivers: .SD0, SD[0]$_DFFE_PP_.Q0
Weighted congestion at the end of routability-driven global placement: 1.12
Run status: stopped before the end
Die width: 242 um
Post-CTS repair timing setup buffer count: 0
Mapped Cells: 3,692
Chip area line of the yosys report: 28,800 um2
Die extent in y: 242 um
Total cells reported by yosys after synthesis: 3,692
H-tree Lvls: 1
Count of library flops with an enable pin: 263
Failing step: clock tree synthesis
[per-stage QoR]
| stage | util, % | cells | hold slack (ns) |
|---|---|---|---|
| 2_1_floorplan | - | 3694 | 0.424 |
| 3_3_place_gp | 53.1 | 4348 | 0.578 |
| 3_5_place_dp | 53.1 | 4348 | 0.581 |
[cell families after synthesis]
family	after synthesis	share of synthesized area (%)
muxes	176	7.75
DFF	271	28.1
buffers and inverters	510	6.92
and+or+nand+nor	1179	17.9
xor gates and xnor gates	92	2.80
adders and majority gates	194	8.58
AOI/OAI and AO/OA	1269	27.9
other	1	0.0130
